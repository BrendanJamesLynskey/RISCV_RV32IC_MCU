File: design.v
interface axi4lite_if #(
  parameter ADDR_W = 32,
  parameter DATA_W = 32
);
  localparam STRB_W = DATA_W / 8;
  logic [ADDR_W-1:0] awaddr;
  logic               awvalid;
  logic               awready;
  logic [DATA_W-1:0] wdata;
  logic [STRB_W-1:0] wstrb;
  logic               wvalid;
  logic               wready;
  logic [1:0]         bresp;
  logic               bvalid;
  logic               bready;
  logic [ADDR_W-1:0] araddr;
  logic               arvalid;
  logic               arready;
  logic [DATA_W-1:0] rdata;
  logic [1:0]         rresp;
  logic               rvalid;
  logic               rready;
  modport master (
    output awaddr, awvalid, input  awready,
    output wdata,  wstrb,   wvalid, input  wready,
    input  bresp,  bvalid,  output bready,
    output araddr, arvalid, input  arready,
    input  rdata,  rresp,   rvalid, output rready
  );
  modport slave (
    input  awaddr, awvalid, output awready,
    input  wdata,  wstrb,   wvalid, output wready,
    output bresp,  bvalid,  input  bready,
    input  araddr, arvalid, output arready,
    output rdata,  rresp,   rvalid, input  rready
  );
endinterface
package brv32p_pkg;
  typedef enum logic [6:0] {
    OP_LUI      = 7'b0110111,
    OP_AUIPC    = 7'b0010111,
    OP_JAL      = 7'b1101111,
    OP_JALR     = 7'b1100111,
    OP_BRANCH   = 7'b1100011,
    OP_LOAD     = 7'b0000011,
    OP_STORE    = 7'b0100011,
    OP_IMM      = 7'b0010011,
    OP_REG      = 7'b0110011,
    OP_FENCE    = 7'b0001111,
    OP_SYSTEM   = 7'b1110011
  } opcode_e;
  typedef enum logic [3:0] {
    ALU_ADD   = 4'b0000,
    ALU_SUB   = 4'b1000,
    ALU_SLL   = 4'b0001,
    ALU_SLT   = 4'b0010,
    ALU_SLTU  = 4'b0011,
    ALU_XOR   = 4'b0100,
    ALU_SRL   = 4'b0101,
    ALU_SRA   = 4'b1101,
    ALU_OR    = 4'b0110,
    ALU_AND   = 4'b0111,
    ALU_PASS_B = 4'b1111    
  } alu_op_e;
  typedef enum logic [2:0] {
    MD_MUL    = 3'b000,
    MD_MULH   = 3'b001,
    MD_MULHSU = 3'b010,
    MD_MULHU  = 3'b011,
    MD_DIV    = 3'b100,
    MD_DIVU   = 3'b101,
    MD_REM    = 3'b110,
    MD_REMU   = 3'b111
  } md_op_e;
  typedef enum logic [2:0] {
    WB_ALU    = 3'd0,
    WB_MEM    = 3'd1,
    WB_PC4    = 3'd2,   
    WB_CSR    = 3'd3,
    WB_MULDIV = 3'd4
  } wb_sel_e;
  typedef enum logic [1:0] {
    MEM_BYTE = 2'b00,
    MEM_HALF = 2'b01,
    MEM_WORD = 2'b10
  } mem_width_e;
  typedef enum logic [2:0] {
    BR_NONE = 3'b000,
    BR_EQ   = 3'b001,
    BR_NE   = 3'b010,
    BR_LT   = 3'b011,
    BR_GE   = 3'b100,
    BR_LTU  = 3'b101,
    BR_GEU  = 3'b110
  } branch_type_e;
  typedef enum logic [1:0] {
    FWD_NONE  = 2'b00,
    FWD_EX_MEM = 2'b01,
    FWD_MEM_WB = 2'b10
  } fwd_sel_e;
  typedef struct packed {
    alu_op_e      alu_op;
    logic         alu_src;         
    logic         muldiv_en;
    md_op_e       muldiv_op;
    logic         mem_rd;
    logic         mem_wr;
    mem_width_e   mem_width;
    logic         mem_sign_ext;
    logic         reg_wr;
    wb_sel_e      wb_sel;
    branch_type_e branch_type;
    logic         jal;
    logic         jalr;
    logic         csr_en;
    logic [2:0]   csr_op;
    logic [11:0]  csr_addr;
    logic         ecall;
    logic         ebreak;
    logic         mret;
    logic         fence;
    logic         illegal;
  } ctrl_t;
  localparam logic [11:0] CSR_MSTATUS   = 12'h300;
  localparam logic [11:0] CSR_MIE       = 12'h304;
  localparam logic [11:0] CSR_MTVEC     = 12'h305;
  localparam logic [11:0] CSR_MSCRATCH  = 12'h340;
  localparam logic [11:0] CSR_MEPC      = 12'h341;
  localparam logic [11:0] CSR_MCAUSE    = 12'h342;
  localparam logic [11:0] CSR_MTVAL     = 12'h343;
  localparam logic [11:0] CSR_MIP       = 12'h344;
  localparam logic [11:0] CSR_MCYCLE    = 12'hB00;
  localparam logic [11:0] CSR_MINSTRET  = 12'hB02;
  localparam logic [11:0] CSR_MHARTID   = 12'hF14;
  localparam logic [31:0] RESET_VECTOR  = 32'h0000_0000;
  localparam logic [31:0] IMEM_BASE     = 32'h0000_0000;
  localparam logic [31:0] DMEM_BASE     = 32'h1000_0000;
  localparam logic [31:0] PERIPH_BASE   = 32'h2000_0000;
  localparam logic [31:0] GPIO_BASE     = 32'h2000_0000;
  localparam logic [31:0] UART_BASE     = 32'h2000_0100;
  localparam logic [31:0] TIMER_BASE    = 32'h2000_0200;
  localparam int ICACHE_SETS     = 64;    
  localparam int ICACHE_WAYS     = 2;     
  localparam int ICACHE_LINE_W   = 128;   
  localparam int DCACHE_SETS     = 64;
  localparam int DCACHE_WAYS     = 2;
  localparam int DCACHE_LINE_W   = 128;
  localparam int AXI_ADDR_W = 32;
  localparam int AXI_DATA_W = 32;
  localparam int AXI_STRB_W = AXI_DATA_W / 8;
endpackage
module regfile (
  input  logic        clk,
  input  logic        rst_n,
  input  logic [4:0]  rs1_addr,
  output logic [31:0] rs1_data,
  input  logic [4:0]  rs2_addr,
  output logic [31:0] rs2_data,
  input  logic        wr_en,
  input  logic [4:0]  rd_addr,
  input  logic [31:0] rd_data
);
  logic [31:0] regs [1:31];
  assign rs1_data = (rs1_addr == 5'd0) ? 32'd0 : regs[rs1_addr];
  assign rs2_data = (rs2_addr == 5'd0) ? 32'd0 : regs[rs2_addr];
  always_ff @(posedge clk or negedge rst_n) begin
    if (!rst_n) begin
      for (int i = 1; i < 32; i++)
        regs[i] <= 32'd0;
    end else if (wr_en && rd_addr != 5'd0) begin
      regs[rd_addr] <= rd_data;
    end
  end
endmodule
File: run.sh
#!/bin/bash
# OpenROAD 26Q1-2900-gdf79404cd8, Yosys 0.63+post, stock flow scripts
make -C /OpenROAD-flow-scripts/flow DESIGN_CONFIG=/design/flow/config.mk WORK_HOME=/design/flow/orfs finish
File: config.mk
export PLATFORM = sky130hd
export DESIGN_NAME = regfile
export DESIGN_NICKNAME = regfile
export VERILOG_FILES = /design/flow/design.v
export SDC_FILE = /design/flow/constraint.sdc
export NUM_CORES = 4
export LEC_CHECK = 1
export CORE_UTILIZATION = 30
File: constraint.sdc
current_design regfile

set clk_period 8.1
set clk_io_pct 0.2

create_clock -name clk0 -period $clk_period [get_ports {clk}]

set non_clock_inputs [all_inputs -no_clocks]
set_input_delay [expr $clk_period * $clk_io_pct] -clock clk0 $non_clock_inputs
set_output_delay [expr $clk_period * $clk_io_pct] -clock clk0 [all_outputs]
==> flow_summary.ini <==
; flow metrics
[pwr]
power_frac_seq_pct = 47.3
cellPowerDensity_nw_per_um2 = 237
internal-power_uw = 10100
p_clk_share_pct = 37.1
finalPower_uw = 14400
swShare_pct = 29.8
p_leak_uw = 0.0256
p_sw_uw = 4310
ir_drop_mv = 0.164
combPwrFrac_pct = 15.5

[cts]
cts_max_path_buffers = 3
clkLatencyLatePin_ns = 0.75
cts_resized = 0
clkSinkCount = 992
worst_setup_hold_path_clk_slew_ns = 0.06
post_cts_buffers = 0
htree_num_levels = 3
cts_tree = done
cts_root_buffer = clkbuf_16
cts_hold_buf = 0
numCtsBuffers = 108

[timing]
clock_skew_ns = 0
slew_headroom_pct = 9.11
holdWs_ns = 0.523
fin_crit_sh_pct = 92.9
maxSlewViolCount = 0
fmaxAchievable_mhz = 133
tightest_slew_ns = 1.36
rsz0062_at_grt = false
period_needed_ns = 7.53
setup_viol = 0
setup_tns_ns = 0
hold_violations = 0

[synth]
edf_count = 0
ys_seq_share_pct = 46.8
xor_area_share_pct = 0
adder_share_pct = 0
ys_ff = 992
synth_warnings = 2
async_reset_ff_share_pct = 100
syn_area_sq_um = 53100
yosys-stat-area_sq_um = 53100
synth_stat.cells = 4998
topCombFamilyByArea = multiplexers
compound_area_share_pct = 7.14
synthCells = 4998
ys_types = 75
ys.flop_type = dfrtp_1
mux_share_pct = 21.5
synth_simple_gate_area_share_pct = 19.8
synth.avg_cell_area_sq_um = 10.6

[floorplanning]
die_y_microns = 423
dieWidth_microns = 423
die-area_sq_um = 179000
pin_count = 114
initial_utilization_pct = 30.2
rows = 154
core_area_sq_um = 176000

[place]
gp_congestion = 1.03
place.port_buffers = 113
placed_cells = 7136
dpl.hpwl_mm = 163

[final_layout]
top_register = regs
drive_above_1_share_pct = 30.7
top_regs = regs x992
largest_reg_flops = 992
instances_no_fill = 7362
n_fill_cell = 17200
area_growth_pct = 15.0

[min_path]
hold_path.class = reg -> reg

[worst_setup_path]
path_class = in -> out
endpoint_kind = output pin
cp.required_ns = 6.48
r2r_end = regs[26][16]
critPathArrivalTime_ns = 5.91
cp_top_family = buffers and inverters
worstSetupStartpointType = input pin
r2r.worst_path.cells = 1
cp_num_buf_inv = 4
crit_top_cell = buf_4
cp.depth = 9
crit_start = rs1_addr[2]
regToRegStartpoint = regs[26][16]
path_cells = buf_2 > and3b_2 > buf_4 > and2_1 > buf_4 > a221o_1 > nor4_1 > a31oi_1 > clkdlybuf4s50_1
worst-r2r-setup-slack_ns = 7.17
cp_slowest_cell = and2_1
crit_end = rs1_data[14]
max_stage_delay_ns = 0.77
cp_max_fo = 25

[drt]
drt-initial-drc-count = 6240
final_antenna_net_count = 0
vias_per_cell = 6.60
firstDrtPassIters = 7
route.detailed.drc = 0
vias = 48600
post_drt_wl_per_cell_microns = 36.9
drt-total-wl_mm = 271

[grt]
grt_max_degree = 114
grt_pass1_wl_mm = 378
overflow = 0
grt_usage_pct = 30.8
antenna_found_initial = 12
grt_pass1_vias = 47500

[run]
warning_count = 35
maxCapViolCount = 0

[run_status]
outcome = completed
## layout make-up
| type | instances | area (sq um) | share of cell area (%) |
|---|---|---|---|
| Clock buffer | 152 | 3150 | 5.17 |
| Timing Repair Buffer | 373 | 3350 | 5.48 |
| Multi-Input combinational cell | 3429 | 26100 | 42.7 |
| Inverter | 2 | 7.51 | 0.0123 |
| Sequential cell | 992 | 24800 | 40.7 |
| Antenna cell | 25 | 62.6 | 0.103 |
| Clock inverter | 49 | 643 | 1.05 |
| Tap cell | 2340 | 2930 | 4.80 |
## power groups by stage
| stage | Combinational, uW | Sequential, uW | Clock [uW] |
|---|---|---|---|
| after CTS | 2200 | 6790 | 5380 |
| final | 2240 | 6830 | 5360 |
| after global routing | 2350 | 6940 | 5570 |
## routing by layer
layer,GRT usage (%),share of wire [%]
met3,16.8,15
met2,42.0,41
met5,0.376,0.022
met4,22.0,9.4
met1,36.6,34
## synthesized netlist by cell type (all sizes together) (53+ instances only)
| cell | count | area, sq um |
|---|---|---|
| nand3 | 1135 | 5680 |
| mux2 | 999 | 11200 |
| dfrtp | 992 | 24800 |
| buf | 307 | 1530 |
| nand4 | 290 | 1810 |
| clkbuf | 268 | 1010 |
| a22oi | 156 | 1170 |
| and3 | 132 | 826 |
| a21oi | 107 | 536 |
| nor4 | 76 | 482 |
| nand2 | 57 | 214 |
| a31oi | 53 | 332 |
## per-stage QoR
step	worst slack (ns)	utilization, %	area (sq um)
3_3_place_gp	0.923	32.5	57200
6_report	0.572	34.7	61000
5_1_grt	0.552	34.7	61000
4_1_cts	0.848	34.6	61000
3_5_place_dp	0.856	32.5	57200
2_1_floorplan	3.46	-	53100
## worst min-delay path by stage
stage	slack, ns	startpoint	cells past startpoint	end
finish	0.52	regs[9][19]	1	regs[9][19]
global route	0.54	regs[13][17]	1	regs[13][17]
CTS	0.53	regs[13][23]	1	regs[13][23]
## cell usage in the layout, fill, tap and decap left out, types with 43 or more instances in the layout
cell type and instances:
nand2_1 43, nand4_1 290, nor4_1 75, buf_4 239, a31oi_1 53, nand3_1 1133, a22oi_1 156, and3_1 130
a21oi_1 107, clkbuf_16 111, mux2_2 996, clkdlybuf4s50_1 105, dfrtp_1 992
## cell families (layout without fill, tap and decap cells)
group / count (synthesis) / after routing
AOI/OAI and AO/OA: 511 / 511
and+or+nand+nor: 1904 / 1904
buffers and inverters: 577 / 576
muxes: 1014 / 1014
other: 0 / 25
DFF: 992 / 992
Power and IR drop assume default switching activity.
