## /design/flow/constraint.sdc

```tcl
current_design branch_predictor

set clk_period 83.7
set clk_io_pct 0.2

create_clock -name clk0 -period $clk_period [get_ports {clk}]

set non_clock_inputs [all_inputs -no_clocks]
set_input_delay [expr $clk_period * $clk_io_pct] -clock clk0 $non_clock_inputs
set_output_delay [expr $clk_period * $clk_io_pct] -clock clk0 [all_outputs]
```

## /design/flow/run.sh

```bash
#!/bin/bash
# OpenROAD 26Q1-2900-gdf79404cd8, Yosys 0.63+post, stock flow scripts
make -C /OpenROAD-flow-scripts/flow DESIGN_CONFIG=/design/flow/config.mk WORK_HOME=/design/flow/orfs finish
```

## /design/flow/config.mk

```make
export PLATFORM = sky130hd
export DESIGN_NAME = branch_predictor
export DESIGN_NICKNAME = branch_predictor
export VERILOG_FILES = /design/flow/design.v
export SDC_FILE = /design/flow/constraint.sdc
export NUM_CORES = 4
export LEC_CHECK = 1
export CORE_UTILIZATION = 30
```

## /design/flow/design.v

```verilog
interface axi4lite_if #(
  parameter ADDR_W = 32,
  parameter DATA_W = 32
);
  localparam STRB_W = DATA_W / 8;
  logic [ADDR_W-1:0] awaddr;
  logic               awvalid;
  logic               awready;
  logic [DATA_W-1:0] wdata;
  logic [STRB_W-1:0] wstrb;
  logic               wvalid;
  logic               wready;
  logic [1:0]         bresp;
  logic               bvalid;
  logic               bready;
  logic [ADDR_W-1:0] araddr;
  logic               arvalid;
  logic               arready;
  logic [DATA_W-1:0] rdata;
  logic [1:0]         rresp;
  logic               rvalid;
  logic               rready;
  modport master (
    output awaddr, awvalid, input  awready,
    output wdata,  wstrb,   wvalid, input  wready,
    input  bresp,  bvalid,  output bready,
    output araddr, arvalid, input  arready,
    input  rdata,  rresp,   rvalid, output rready
  );
  modport slave (
    input  awaddr, awvalid, output awready,
    input  wdata,  wstrb,   wvalid, output wready,
    output bresp,  bvalid,  input  bready,
    input  araddr, arvalid, output arready,
    output rdata,  rresp,   rvalid, input  rready
  );
endinterface
package brv32p_pkg;
  typedef enum logic [6:0] {
    OP_LUI      = 7'b0110111,
    OP_AUIPC    = 7'b0010111,
    OP_JAL      = 7'b1101111,
    OP_JALR     = 7'b1100111,
    OP_BRANCH   = 7'b1100011,
    OP_LOAD     = 7'b0000011,
    OP_STORE    = 7'b0100011,
    OP_IMM      = 7'b0010011,
    OP_REG      = 7'b0110011,
    OP_FENCE    = 7'b0001111,
    OP_SYSTEM   = 7'b1110011
  } opcode_e;
  typedef enum logic [3:0] {
    ALU_ADD   = 4'b0000,
    ALU_SUB   = 4'b1000,
    ALU_SLL   = 4'b0001,
    ALU_SLT   = 4'b0010,
    ALU_SLTU  = 4'b0011,
    ALU_XOR   = 4'b0100,
    ALU_SRL   = 4'b0101,
    ALU_SRA   = 4'b1101,
    ALU_OR    = 4'b0110,
    ALU_AND   = 4'b0111,
    ALU_PASS_B = 4'b1111    
  } alu_op_e;
  typedef enum logic [2:0] {
    MD_MUL    = 3'b000,
    MD_MULH   = 3'b001,
    MD_MULHSU = 3'b010,
    MD_MULHU  = 3'b011,
    MD_DIV    = 3'b100,
    MD_DIVU   = 3'b101,
    MD_REM    = 3'b110,
    MD_REMU   = 3'b111
  } md_op_e;
  typedef enum logic [2:0] {
    WB_ALU    = 3'd0,
    WB_MEM    = 3'd1,
    WB_PC4    = 3'd2,   
    WB_CSR    = 3'd3,
    WB_MULDIV = 3'd4
  } wb_sel_e;
  typedef enum logic [1:0] {
    MEM_BYTE = 2'b00,
    MEM_HALF = 2'b01,
    MEM_WORD = 2'b10
  } mem_width_e;
  typedef enum logic [2:0] {
    BR_NONE = 3'b000,
    BR_EQ   = 3'b001,
    BR_NE   = 3'b010,
    BR_LT   = 3'b011,
    BR_GE   = 3'b100,
    BR_LTU  = 3'b101,
    BR_GEU  = 3'b110
  } branch_type_e;
  typedef enum logic [1:0] {
    FWD_NONE  = 2'b00,
    FWD_EX_MEM = 2'b01,
    FWD_MEM_WB = 2'b10
  } fwd_sel_e;
  typedef struct packed {
    alu_op_e      alu_op;
    logic         alu_src;         
    logic         muldiv_en;
    md_op_e       muldiv_op;
    logic         mem_rd;
    logic         mem_wr;
    mem_width_e   mem_width;
    logic         mem_sign_ext;
    logic         reg_wr;
    wb_sel_e      wb_sel;
    branch_type_e branch_type;
    logic         jal;
    logic         jalr;
    logic         csr_en;
    logic [2:0]   csr_op;
    logic [11:0]  csr_addr;
    logic         ecall;
    logic         ebreak;
    logic         mret;
    logic         fence;
    logic         illegal;
  } ctrl_t;
  localparam logic [11:0] CSR_MSTATUS   = 12'h300;
  localparam logic [11:0] CSR_MIE       = 12'h304;
  localparam logic [11:0] CSR_MTVEC     = 12'h305;
  localparam logic [11:0] CSR_MSCRATCH  = 12'h340;
  localparam logic [11:0] CSR_MEPC      = 12'h341;
  localparam logic [11:0] CSR_MCAUSE    = 12'h342;
  localparam logic [11:0] CSR_MTVAL     = 12'h343;
  localparam logic [11:0] CSR_MIP       = 12'h344;
  localparam logic [11:0] CSR_MCYCLE    = 12'hB00;
  localparam logic [11:0] CSR_MINSTRET  = 12'hB02;
  localparam logic [11:0] CSR_MHARTID   = 12'hF14;
  localparam logic [31:0] RESET_VECTOR  = 32'h0000_0000;
  localparam logic [31:0] IMEM_BASE     = 32'h0000_0000;
  localparam logic [31:0] DMEM_BASE     = 32'h1000_0000;
  localparam logic [31:0] PERIPH_BASE   = 32'h2000_0000;
  localparam logic [31:0] GPIO_BASE     = 32'h2000_0000;
  localparam logic [31:0] UART_BASE     = 32'h2000_0100;
  localparam logic [31:0] TIMER_BASE    = 32'h2000_0200;
  localparam int ICACHE_SETS     = 64;    
  localparam int ICACHE_WAYS     = 2;     
  localparam int ICACHE_LINE_W   = 128;   
  localparam int DCACHE_SETS     = 64;
  localparam int DCACHE_WAYS     = 2;
  localparam int DCACHE_LINE_W   = 128;
  localparam int AXI_ADDR_W = 32;
  localparam int AXI_DATA_W = 32;
  localparam int AXI_STRB_W = AXI_DATA_W / 8;
endpackage
module branch_predictor #(
  parameter BHT_ENTRIES = 256,
  parameter BTB_ENTRIES = 64
)(
  input  logic        clk,
  input  logic        rst_n,
  input  logic [31:0] pc,
  output logic        pred_taken,
  output logic [31:0] pred_target,
  output logic        pred_valid,     
  input  logic        update_en,
  input  logic [31:0] update_pc,
  input  logic        update_taken,
  input  logic [31:0] update_target
);
  localparam BHT_IDX_W = $clog2(BHT_ENTRIES);
  localparam BTB_IDX_W = $clog2(BTB_ENTRIES);
  logic [1:0] bht [0:BHT_ENTRIES-1];
  logic [BHT_IDX_W-1:0] pred_idx;
  logic [BHT_IDX_W-1:0] upd_idx;
  assign pred_idx = pc[BHT_IDX_W+1:2];
  assign upd_idx  = update_pc[BHT_IDX_W+1:2];
  assign pred_taken = bht[pred_idx][1];   
  logic [31:0]            btb_target [0:BTB_ENTRIES-1];
  logic [31-BTB_IDX_W-2:0] btb_tag  [0:BTB_ENTRIES-1];
  logic                    btb_valid [0:BTB_ENTRIES-1];
  logic [BTB_IDX_W-1:0]   btb_pred_idx;
  logic [BTB_IDX_W-1:0]   btb_upd_idx;
  logic [31-BTB_IDX_W-2:0] btb_pred_tag;
  logic [31-BTB_IDX_W-2:0] btb_upd_tag;
  assign btb_pred_idx = pc[BTB_IDX_W+1:2];
  assign btb_upd_idx  = update_pc[BTB_IDX_W+1:2];
  assign btb_pred_tag = pc[31:BTB_IDX_W+2];
  assign btb_upd_tag  = update_pc[31:BTB_IDX_W+2];
  assign pred_valid  = btb_valid[btb_pred_idx] &&
                       (btb_tag[btb_pred_idx] == btb_pred_tag);
  assign pred_target = btb_target[btb_pred_idx];
  always_ff @(posedge clk or negedge rst_n) begin
    if (!rst_n) begin
      for (int i = 0; i < BHT_ENTRIES; i++)
        bht[i] <= 2'b01;   
      for (int i = 0; i < BTB_ENTRIES; i++) begin
        btb_valid[i]  <= 1'b0;
        btb_target[i] <= 32'b0;
        btb_tag[i]    <= '0;
      end
    end else if (update_en) begin
      if (update_taken) begin
        if (bht[upd_idx] != 2'b11)
          bht[upd_idx] <= bht[upd_idx] + 1'b1;
      end else begin
        if (bht[upd_idx] != 2'b00)
          bht[upd_idx] <= bht[upd_idx] - 1'b1;
      end
      if (update_taken) begin
        btb_valid[btb_upd_idx]  <= 1'b1;
        btb_target[btb_upd_idx] <= update_target;
        btb_tag[btb_upd_idx]    <= btb_upd_tag;
      end
    end
  end
endmodule
```

==> impl_metrics.json <==
{
  "post_route_cells_drive_above_1_share_pct": 40.8,
  "core_area_mm2": 0.619,
  "endpoint_of_the_lowest_slack_register_to_register_path": "bht[95][1]",
  "area_delta_synth_final_pct": 14.8,
  "fp_util_pct": 30.1,
  "timing.hold.worst_path_depth": 1,
  "weighted_congestion_at_the_end_of_routability_driven_global_placement": 1.02,
  "drtIter0Drc": 13949,
  "synth.ff_latch_count": 4160,
  "cts_repair_resize_count": 0,
  "globalRouteOverflowTotal": 0,
  "mappedNetlistArea_mm2": 0.186,
  "drc": 0,
  "ir_worst_vdd_v": 0.0000208,
  "synth_top_flop_cell": "dfrtp_1",
  "worst_setup_path_start_kind": "primary input",
  "max_cap_viol_count": 0,
  "finalWorstSetupSlack_ns": 42.74,
  "worst_min_delay_path_startpoint": "btb_valid[12]",
  "drt_wl_total_um": 894000,
  "grt_max_degree": 144,
  "dpl_worst_slack_ns": 43.12,
  "worst_case_hold_path_end_point": "btb_valid[12]",
  "die-width_um": 790,
  "grt_util_all_layers_pct": 29.2,
  "clock.fmax_mhz": 24.4,
  "antenna_violations_before_repair": 77,
  "clock_tree.root_cell": "clkbuf_16",
  "postSynthCellCount": 14245,
  "ys_chip_area_mm2": 0.186,
  "cts_inserted_buffers": 437,
  "drt-vias-per-instance": 6.12,
  "critPathRequiredTime_ns": 66.96,
  "placement_rows": 289,
  "dp.final_hpwl_um": 531000,
  "category_of_the_most_critical_setup_path": "primary input to output port",
  "yosys_warnings": 5,
  "cts_num_sinks": 4160,
  "detailedRoute.firstPassIterationCount": 23,
  "clock_latency_ns": 1.04,
  "post-layout-total-power_uw": 4630,
  "postRouteAntennaNets": 0,
  "worst_slew_margin_rel_pct": 14.9,
  "edf_count": 0,
  "maxSlewViolCount": 0,
  "rrSetupSlack_ns": 77.18,
  "post-cts-setup-buffers": 0,
  "timing.rr.start": "bht[220][1]",
  "fin_worst_skew_ns": 0.0483,
  "wire_length_of_the_first_global_routing_pass_um": 1210000,
  "worst_ep_arrival_time_ns": 24.22,
  "unrepaired_setup_endpoints_after_global_routing": "false",
  "min-delay-path-class": "flip-flop to flip-flop",
  "ys_types": 82,
  "critical_path_peak_fanout": 35,
  "htree_levels": 5,
  "warnings": 102,
  "worst_r2r_path_depth": 12,
  "crit_path_end_kind": "output port",
  "static_power_due_to_leakage_uw": 0.0980,
  "worst_pin_slew_ns": 1.26,
  "detailroute.via_count": 139479,
  "worst_setup_hold_path_clk_slew_ns": 0.06,
  "timing.final.crit_period_ns": 40.96,
  "placement.io_buffers": 129,
  "cts.hold.buffers_added": 0,
  "timing.final.crit_share_pct": 48.9,
  "cts_max_path_buffers": 4,
  "routed_wire_length_per_instance_um": 39.2,
  "setup-tns-final_ns": 0,
  "grt_pass1_vias": 137826,
  "report.final.hold_viol_count": 0,
  "timing.final.setup_violations": 0,
  "ys_cells": 14245,
  "die_span_y_um": 790,
  "outcome": "finished clean",
  "pin_count": 134,
  "synth.avg_cell_area_um2": 13.1,
  "tritoncts": "yes",
  "floorplan.die_area_mm2": 0.624,
  "power_density_mw_per_mm2": 21.7,
  "synth_sequential_area_ratio_pct": 56.1,
  "async_reset_ff_share_pct": 100
}
==> sequential cells by signal, summed over array words and instances, names as in the netlist <==
name        flops
btb_target   2048
btb_tag      1536
bht           512
btb_valid      64
==> logic make-up (layout without fill, tap and decap cells) <==
logic type                Yosys count  after routing  synth area share (%)
xor gates and xnor gates           29             29                 0.136
muxes                            4125           4125                  25.0
buffers and inverters            1534           1711                  3.16
other                               0             70                     0
AOI/OAI and AO/OA                2409           2409                  9.59
DFF                              4160           4160                  56.1
and+or+nand+nor                  1988           1988                  6.09
==> cell usage after synthesis (66+ instances only) <==
cell type  number  area (um^2)
a21oi_1        99          495
buf_1         439         1650
mux2_1        307         3460
nand4_1       467         2920
clkbuf_1     1010         3790
dfrtp_1      3904        97700
nor2_1        232          871
nand3_1       196          981
a31oi_1        68          425
mux2_2       3800        42800
a22oi_1      1875        14100
nor3_1        128          641
and3_1         66          413
dfstp_2       256         6730
o21ai_0        67          335
nand2_1       430         1610
nor4_1        119          744
nor4_2         90         1130
==> layout by cell type, fill, tap and decap left out, drive strengths merged, types with 26 or more instances in the layout <==
| master | n |
|---|---|
| nand3 | 197 |
| a31oi | 68 |
| and3 | 66 |
| nor2 | 232 |
| a21oi | 99 |
| o211ai | 27 |
| a2111oi | 26 |
| o22ai | 30 |
| clkinv | 96 |
| o21ai | 68 |
| diode | 70 |
| clkdlybuf4s50 | 63 |
| a22oi | 1875 |
| a221oi | 36 |
| nor4 | 209 |
| buf | 836 |
| dfrtp | 3904 |
| nand2 | 432 |
| mux2 | 4107 |
| nor3 | 128 |
| and4 | 30 |
| a22o | 46 |
| dfstp | 256 |
| nand4 | 467 |
| or2 | 58 |
| clkbuf | 675 |
==> power by group <==
group | switching [uW] | internal (uW)
registers | 90.4 | 2180
logic | 232 | 150
clock network | 864 | 1120
==> worst max-delay path, stage by stage <==
cell and delay (ns):
clkdlybuf4s50_1 0.46, buf_4 0.39, nand2b_1 0.54, nor3_2 0.36, buf_4 0.47, buf_4 0.63, buf_4 0.64, buf_4 0.44
a22oi_1 0.14, nand4_1 0.14, nor4_1 0.11, a31oi_1 0.69, xor2_1 0.14, buf_4 0.25, nor2_1 0.12, nand4_1 0.24
nor4_1 0.86, buf_4 0.23, clkdlybuf4s50_1 0.46
==> through the flow <==
| step | instances | util, % | area [um^2] | hold slack [ns] |
|---|---|---|---|---|
| 6_report | 22785 | 34.5 | 214000 | 0.466 |
| 5_1_grt | 22718 | 34.5 | 214000 | 0.480 |
| 4_1_cts | 22715 | 34.5 | 214000 | 0.468 |
| 3_5_place_dp | 21914 | 32.2 | 199000 | 0.452 |
| 3_3_place_gp | 21914 | 32.2 | 199000 | 0.449 |
| 2_1_floorplan | 14245 | - | 186000 | 0.429 |
==> layer usage <==
layer  track usage (%)  share of wire [%]  up-vias
met5              1.70               0.22        -
met1              36.1                 36    73571
li1                  -                  -    53179
met4              16.5                7.3       99
met2              39.5                 41     9627
met3              17.6                 15     3003
==> cell type report <==
cell class,count,area [um^2]
fill,59498,405000
inverter,11,43.8
timing repair buffer,899,7230
sequential,4160,104000
tap,8293,10400
clock buffer,675,13000
clock inverter,126,1480
antenna,70,175
multi-input combinational,8551,77200
==> worst max-delay path by stage <==
stage	cells after the start	slack [ns]	from	endpoint
after CTS	19	43.08	pc[5]	pred_valid
final	19	42.74	pc[5]	pred_valid
after global routing	19	42.75	pc[5]	pred_valid
Power and IR drop assume default switching activity.
