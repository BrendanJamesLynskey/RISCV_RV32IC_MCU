<file path="/design/flow/design.v">
interface axi4lite_if #(
  parameter ADDR_W = 32,
  parameter DATA_W = 32
);
  localparam STRB_W = DATA_W / 8;
  logic [ADDR_W-1:0] awaddr;
  logic               awvalid;
  logic               awready;
  logic [DATA_W-1:0] wdata;
  logic [STRB_W-1:0] wstrb;
  logic               wvalid;
  logic               wready;
  logic [1:0]         bresp;
  logic               bvalid;
  logic               bready;
  logic [ADDR_W-1:0] araddr;
  logic               arvalid;
  logic               arready;
  logic [DATA_W-1:0] rdata;
  logic [1:0]         rresp;
  logic               rvalid;
  logic               rready;
  modport master (
    output awaddr, awvalid, input  awready,
    output wdata,  wstrb,   wvalid, input  wready,
    input  bresp,  bvalid,  output bready,
    output araddr, arvalid, input  arready,
    input  rdata,  rresp,   rvalid, output rready
  );
  modport slave (
    input  awaddr, awvalid, output awready,
    input  wdata,  wstrb,   wvalid, output wready,
    output bresp,  bvalid,  input  bready,
    input  araddr, arvalid, output arready,
    output rdata,  rresp,   rvalid, input  rready
  );
endinterface
package brv32p_pkg;
  typedef enum logic [6:0] {
    OP_LUI      = 7'b0110111,
    OP_AUIPC    = 7'b0010111,
    OP_JAL      = 7'b1101111,
    OP_JALR     = 7'b1100111,
    OP_BRANCH   = 7'b1100011,
    OP_LOAD     = 7'b0000011,
    OP_STORE    = 7'b0100011,
    OP_IMM      = 7'b0010011,
    OP_REG      = 7'b0110011,
    OP_FENCE    = 7'b0001111,
    OP_SYSTEM   = 7'b1110011
  } opcode_e;
  typedef enum logic [3:0] {
    ALU_ADD   = 4'b0000,
    ALU_SUB   = 4'b1000,
    ALU_SLL   = 4'b0001,
    ALU_SLT   = 4'b0010,
    ALU_SLTU  = 4'b0011,
    ALU_XOR   = 4'b0100,
    ALU_SRL   = 4'b0101,
    ALU_SRA   = 4'b1101,
    ALU_OR    = 4'b0110,
    ALU_AND   = 4'b0111,
    ALU_PASS_B = 4'b1111    
  } alu_op_e;
  typedef enum logic [2:0] {
    MD_MUL    = 3'b000,
    MD_MULH   = 3'b001,
    MD_MULHSU = 3'b010,
    MD_MULHU  = 3'b011,
    MD_DIV    = 3'b100,
    MD_DIVU   = 3'b101,
    MD_REM    = 3'b110,
    MD_REMU   = 3'b111
  } md_op_e;
  typedef enum logic [2:0] {
    WB_ALU    = 3'd0,
    WB_MEM    = 3'd1,
    WB_PC4    = 3'd2,   
    WB_CSR    = 3'd3,
    WB_MULDIV = 3'd4
  } wb_sel_e;
  typedef enum logic [1:0] {
    MEM_BYTE = 2'b00,
    MEM_HALF = 2'b01,
    MEM_WORD = 2'b10
  } mem_width_e;
  typedef enum logic [2:0] {
    BR_NONE = 3'b000,
    BR_EQ   = 3'b001,
    BR_NE   = 3'b010,
    BR_LT   = 3'b011,
    BR_GE   = 3'b100,
    BR_LTU  = 3'b101,
    BR_GEU  = 3'b110
  } branch_type_e;
  typedef enum logic [1:0] {
    FWD_NONE  = 2'b00,
    FWD_EX_MEM = 2'b01,
    FWD_MEM_WB = 2'b10
  } fwd_sel_e;
  typedef struct packed {
    alu_op_e      alu_op;
    logic         alu_src;         
    logic         muldiv_en;
    md_op_e       muldiv_op;
    logic         mem_rd;
    logic         mem_wr;
    mem_width_e   mem_width;
    logic         mem_sign_ext;
    logic         reg_wr;
    wb_sel_e      wb_sel;
    branch_type_e branch_type;
    logic         jal;
    logic         jalr;
    logic         csr_en;
    logic [2:0]   csr_op;
    logic [11:0]  csr_addr;
    logic         ecall;
    logic         ebreak;
    logic         mret;
    logic         fence;
    logic         illegal;
  } ctrl_t;
  localparam logic [11:0] CSR_MSTATUS   = 12'h300;
  localparam logic [11:0] CSR_MIE       = 12'h304;
  localparam logic [11:0] CSR_MTVEC     = 12'h305;
  localparam logic [11:0] CSR_MSCRATCH  = 12'h340;
  localparam logic [11:0] CSR_MEPC      = 12'h341;
  localparam logic [11:0] CSR_MCAUSE    = 12'h342;
  localparam logic [11:0] CSR_MTVAL     = 12'h343;
  localparam logic [11:0] CSR_MIP       = 12'h344;
  localparam logic [11:0] CSR_MCYCLE    = 12'hB00;
  localparam logic [11:0] CSR_MINSTRET  = 12'hB02;
  localparam logic [11:0] CSR_MHARTID   = 12'hF14;
  localparam logic [31:0] RESET_VECTOR  = 32'h0000_0000;
  localparam logic [31:0] IMEM_BASE     = 32'h0000_0000;
  localparam logic [31:0] DMEM_BASE     = 32'h1000_0000;
  localparam logic [31:0] PERIPH_BASE   = 32'h2000_0000;
  localparam logic [31:0] GPIO_BASE     = 32'h2000_0000;
  localparam logic [31:0] UART_BASE     = 32'h2000_0100;
  localparam logic [31:0] TIMER_BASE    = 32'h2000_0200;
  localparam int ICACHE_SETS     = 64;    
  localparam int ICACHE_WAYS     = 2;     
  localparam int ICACHE_LINE_W   = 128;   
  localparam int DCACHE_SETS     = 64;
  localparam int DCACHE_WAYS     = 2;
  localparam int DCACHE_LINE_W   = 128;
  localparam int AXI_ADDR_W = 32;
  localparam int AXI_DATA_W = 32;
  localparam int AXI_STRB_W = AXI_DATA_W / 8;
endpackage
import brv32p_pkg::*;
module icache #(
  parameter SETS      = 64,
  parameter WAYS      = 2,
  parameter LINE_BYTES = 16    
)(
  input  logic        clk,
  input  logic        rst_n,
  input  logic [31:0] addr,
  input  logic        rd_en,
  output logic [31:0] rdata,
  output logic        ready,
  output logic [31:0] mem_addr,
  output logic        mem_rd,
  input  logic [31:0] mem_rdata,
  input  logic        mem_valid
);
  localparam OFFSET_W = $clog2(LINE_BYTES);    
  localparam SET_W    = $clog2(SETS);           
  localparam TAG_W    = 32 - SET_W - OFFSET_W;  
  localparam WORDS    = LINE_BYTES / 4;         
  logic [TAG_W-1:0]    tag_mem  [0:SETS-1][0:WAYS-1];
  logic                valid_mem[0:SETS-1][0:WAYS-1];
  logic [31:0]         data_mem [0:SETS-1][0:WAYS-1][0:WORDS-1];
  logic                lru      [0:SETS-1];  
  logic [TAG_W-1:0]    tag;
  logic [SET_W-1:0]    set;
  logic [OFFSET_W-3:0] word_sel;  
  assign tag      = addr[31:SET_W+OFFSET_W];
  assign set      = addr[SET_W+OFFSET_W-1:OFFSET_W];
  assign word_sel = addr[OFFSET_W-1:2];
  logic hit_way0, hit_way1, hit;
  assign hit_way0 = valid_mem[set][0] && (tag_mem[set][0] == tag);
  assign hit_way1 = valid_mem[set][1] && (tag_mem[set][1] == tag);
  assign hit      = hit_way0 || hit_way1;
  typedef enum logic [1:0] {S_IDLE, S_FILL, S_DONE} state_e;
  state_e state;
  logic [1:0] fill_word_cnt;
  logic       fill_way;    
  logic [31:0] fill_base_addr;
  always_comb begin
    ready  = 1'b0;
    rdata  = 32'b0;
    mem_rd = 1'b0;
    mem_addr = 32'b0;
    case (state)
      S_IDLE: begin
        if (rd_en && hit) begin
          ready = 1'b1;
          rdata = hit_way0 ? data_mem[set][0][word_sel] :
                             data_mem[set][1][word_sel];
        end else if (rd_en && !hit) begin
          ready = 1'b0;
        end else begin
          ready = 1'b1;  
        end
      end
      S_FILL: begin
        mem_rd   = 1'b1;
        mem_addr = {fill_base_addr[31:OFFSET_W], fill_word_cnt, 2'b00};
        ready    = 1'b0;
      end
      S_DONE: begin
        ready = 1'b1;
        rdata = data_mem[set][fill_way][word_sel];
      end
      default: begin
        ready = 1'b0;
      end
    endcase
  end
  always_ff @(posedge clk or negedge rst_n) begin
    if (!rst_n) begin
      state         <= S_IDLE;
      fill_word_cnt <= 2'b0;
      fill_way      <= 1'b0;
      fill_base_addr <= 32'b0;
      for (int s = 0; s < SETS; s++) begin
        for (int w = 0; w < WAYS; w++) begin
          valid_mem[s][w] <= 1'b0;
          tag_mem[s][w]   <= '0;
        end
        lru[s] <= 1'b0;
      end
    end else begin
      case (state)
        S_IDLE: begin
          if (rd_en && hit) begin
            lru[set] <= hit_way0 ? 1'b1 : 1'b0;  
          end else if (rd_en && !hit) begin
            fill_way       <= lru[set] ? 1'b1 : 1'b0;  
            fill_word_cnt  <= 2'b0;
            fill_base_addr <= addr;
            state          <= S_FILL;
          end
        end
        S_FILL: begin
          if (mem_valid) begin
            data_mem[set][fill_way][fill_word_cnt] <= mem_rdata;
            if (fill_word_cnt == 2'(WORDS - 1)) begin
              tag_mem[set][fill_way]   <= tag;
              valid_mem[set][fill_way] <= 1'b1;
              lru[set]                 <= fill_way ? 1'b0 : 1'b1;
              state                    <= S_DONE;
            end else begin
              fill_word_cnt <= fill_word_cnt + 1'b1;
            end
          end
        end
        S_DONE: begin
          state <= S_IDLE;
        end
        default: state <= S_IDLE;
      endcase
    end
  end
endmodule
</file>
<file path="/design/flow/run.sh">
#!/bin/bash
# OpenROAD 26Q1-2900-gdf79404cd8, Yosys 0.63+post, stock flow scripts
make -C /OpenROAD-flow-scripts/flow DESIGN_CONFIG=/design/flow/config.mk WORK_HOME=/design/flow/orfs finish
</file>
<file path="/design/flow/config.mk">
export PLATFORM = sky130hd
export DESIGN_NAME = icache
export DESIGN_NICKNAME = icache
export VERILOG_FILES = /design/flow/design.v
export SDC_FILE = /design/flow/constraint.sdc
export NUM_CORES = 4
export LEC_CHECK = 1
export CORE_UTILIZATION = 40
</file>
<file path="/design/flow/constraint.sdc">
current_design icache

set clk_period 25.0
set clk_io_pct 0.2

create_clock -name clk0 -period $clk_period [get_ports {clk}]

set non_clock_inputs [all_inputs -no_clocks]
set_input_delay [expr $clk_period * $clk_io_pct] -clock clk0 $non_clock_inputs
set_output_delay [expr $clk_period * $clk_io_pct] -clock clk0 [all_outputs]
</file>
==> flow_summary.yaml <==
# yosys + openroad results
yosys:
  synthSimpleGateAreaFrac_pct: 6.651
  aoi_share_pct: 13.84
  yosys.stat.chipArea_um2: 774300
  postSynthAreaPerCell_um2: 15.29
  postSynth.asyncResetShare_pct: 15.66
  synth.lib_cells_used.distinct: 96
  topCombFamilyByArea: "AND-OR/OR-AND gates"
  synthesis.area_um2: 774300
  postSynth.topFlopCell: "sky130_fd_sc_hd__edfxtp_1"
  xor_share_pct: 0.02715
  enable_flop_cells: 16380
  seq_area_frac_synth_pct: 73.37
  synth_warnings: 5
  yosysCellCount: 50650
  gate_count_of_the_mapped_netlist: 50650
  mux_area_share_pct: 4.091
  ys_ff: 19430
  ys_sh_adder_pct: 0.006464
grt:
  vias_in_the_first_global_route: 895900
  grt.total_usage_pct: 106.1
  grt_first_pass_wirelength_um: 11980000
  globalRoute.totalOverflow: 170500
  pin_count_of_the_biggest_net_entering_global_routing: 166
clock_tree:
  cts.htree.levels: 8
  cts_inserted_buffers: 2197
  cts_hold_buf: 0
  ctsResizeCount: 0
  cts_max_path_buffers: 6
  tritoncts_num_sinks: 19430
  cts.root.buffer_cell: "sky130_fd_sc_hd__clkbuf_16"
  post_cts.repair.setup_buffers: 0
place:
  placement.io_buffers: 129
  routability_congestion: 1.618
  dpl.hpwl_um: 6750000
floorplan:
  io_pins: 134
  die_height_um: 1393
  fp-utilization_pct: 40.14
  die_width_um: 1393
  rows: 510
run_status:
  status: "stopped before the end"
  first_error_message: "[ERROR GRT-0116] Global routing finished with congestion. Check the congestion regions in the DRC Viewer."
  outcome.stop_stage: "global routing (5_1_grt)"
## metal layers
layer | GRT usage [%] | overflow
met1 | 107.1 | 44560
met2 | 116.8 | 82210
met3 | 98.61 | 23310
met4 | 97.10 | 18620
met5 | 87.80 | 1846
## per-stage QoR
stage	worst slack, ns	instances	power (mW)	area (um^2)
2_1_floorplan	11.29	50650	36.78	774300
4_1_cts	4.471	84260	71.36	934800
3_5_place_dp	4.503	80340	39.49	864300
3_3_place_gp	3.826	80320	39.54	863900
## Yosys cell counts, types with 70 or more instances
cell	count	share of area (%)
sky130_fd_sc_hd__a221o_1	217	0.28
sky130_fd_sc_hd__nor4_1	804	0.65
sky130_fd_sc_hd__nor2_1	1634	0.79
sky130_fd_sc_hd__a21oi_1	204	0.13
sky130_fd_sc_hd__and3_1	356	0.29
sky130_fd_sc_hd__or4_1	122	0.12
sky130_fd_sc_hd__dfrtp_1	3041	9.8
sky130_fd_sc_hd__edfxtp_1	16380	64
sky130_fd_sc_hd__mux2_2	2725	4.0
sky130_fd_sc_hd__nand3_1	1449	0.94
sky130_fd_sc_hd__mux2i_1	96	0.12
sky130_fd_sc_hd__o211ai_1	99	0.096
sky130_fd_sc_hd__buf_1	694	0.34
sky130_fd_sc_hd__o22ai_1	89	0.072
sky130_fd_sc_hd__nor3_1	579	0.37
sky130_fd_sc_hd__nand2_1	3295	1.6
sky130_fd_sc_hd__and4_1	97	0.11
sky130_fd_sc_hd__a222oi_1	306	0.40
sky130_fd_sc_hd__a221oi_1	500	0.57
sky130_fd_sc_hd__a22oi_1	11030	11
sky130_fd_sc_hd__buf_2	446	0.29
sky130_fd_sc_hd__nand2b_1	70	0.057
sky130_fd_sc_hd__a22o_1	799	0.90
sky130_fd_sc_hd__nand4_1	1662	1.3
sky130_fd_sc_hd__a32oi_1	76	0.086
sky130_fd_sc_hd__inv_1	89	0.043
sky130_fd_sc_hd__or2_2	81	0.065
sky130_fd_sc_hd__o21ai_0	278	0.18
sky130_fd_sc_hd__clkbuf_1	2646	1.3
sky130_fd_sc_hd__a2111oi_0	143	0.16
## cell families after synthesis
| logic type | count (synthesis) |
|---|---|
| XOR/XNOR | 24 |
| adder cells (fa/ha/maj) | 4 |
| multiplexers | 2823 |
| flip-flops | 19430 |
| AND-OR/OR-AND | 13990 |
| other | 1 |
| buffers and inverters | 3926 |
| AND/OR/NAND/NOR | 10460 |
Power and IR drop assume default switching activity.
